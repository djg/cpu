**design/flow/run.sh**
```bash
#!/bin/bash
# OpenROAD 26Q1-2900-gdf79404cd8, Yosys 0.63+post, stock flow scripts
make -C /OpenROAD-flow-scripts/flow DESIGN_CONFIG=/design/flow/config.mk WORK_HOME=/design/flow/orfs finish
```
**design/flow/config.mk**
```make
export PLATFORM = sky130hd
export DESIGN_NAME = cpu_top
export DESIGN_NICKNAME = cpu_top
export VERILOG_FILES = /design/flow/design.v
export SDC_FILE = /design/flow/constraint.sdc
export NUM_CORES = 4
export LEC_CHECK = 1
export CORE_AREA = 10 10 70 70
export DIE_AREA = 0 0 80 80
```
**design/flow/constraint.sdc**
```tcl
current_design cpu_top

set clk_period 1.2
set clk_io_pct 0.2

create_clock -name clk0 -period $clk_period [get_ports {clk_i}]

set non_clock_inputs [all_inputs -no_clocks]
set_input_delay [expr $clk_period * $clk_io_pct] -clock clk0 $non_clock_inputs
set_output_delay [expr $clk_period * $clk_io_pct] -clock clk0 [all_outputs]
```
**design/flow/design.v**
```verilog
module cpu_counter( 
                   clk_i,
                   rst_i,
                   count_o
                   );
   input clk_i;
   input rst_i;
   output [3:0] count_o;
   reg [3:0]    count_o;
   always @(posedge clk_i)
     begin
        if (rst_i == 1'b1) begin
           count_o <= 4'b0000;
        end
        else begin
           count_o <= count_o + 1;
        end
     end
endmodule
module cpu_top ( 
                clk_i,
                rst_i,
                count_o
                );
   input clk_i;  
   input rst_i;  
   output [3:0] count_o;
   cpu_counter counter ( 
                        .clk_i(clk_i),
                        .rst_i(rst_i),
                        .count_o(count_o)
                        );
endmodule
```
==> impl_metrics.yaml <==
# flow metrics
clock_network:
  clk_pin_slew_ps: 40
  cts_root_buffer: "clkbuf_4"
  clock_sinks: 4
  clockBufferDepth: 2
  clk_latency_ps: 240
  cts-buffers-inserted: 3
  cts_tree: "built"
  htree_levels: 1
final_timing:
  setup_viol: 0
  slew_viol_final: 0
  hold_viol: 0
  slew_headroom_pct: 90.65
  period_used_pct: 88.85
  fin_skew_ps: 3.664
  grt_setup_unrepaired: "false"
  setup_tns_ps: 0
  worst_pin_slew_ps: 139.2
  post-route-min-period_ps: 1066
  max_freq_mhz: 938.0
global_routing:
  grt_max_degree: 4
  grt_overflow_total: 0
  antenna_found_initial: 0
  grt_pass1_wl_um: 765
  grt_pass1_vias: 158
  track_usage_pct: 1.761
synthesis:
  ys.warnings.count: 1
  synth_flops: 4
  syn_inst: 13
  ys_sh_adder_pct: 8.621
  ys_sh_simple_pct: 19.83
  yosys_area_um2: 145.1
  ys_cells: 13
  xor_area_share_pct: 6.034
  syn_area_per_cell_um2: 11.16
  netlist_area_um2: 145.1
  synth_cell_types: 7
  mux_share_pct: 10.34
  aoi_share_pct: 0
  ys_top_logic_family: "simple AND/OR/NAND/NOR gates"
  ys_seq_share_pct: 55.17
floorplanning:
  dieArea_um2: 6400
  fp.coreArea_um2: 3416
  rows: 21
  pin_count: 6
  die_h_um: 80
  fp_util_pct: 4.249
  die_x_um: 80
drt:
  first_iter_violations: 5
  vias_per_cell: 1.917
  detail-route-antenna-nets: 0
  wirelength_um: 485
  firstDrtPassIters: 2
  wl_per_cell_um: 6.736
  drc: 0
  via_count: 138
placement:
  placed_cells: 65
  placed_area_um2: 260.3
  gp_congestion: 0.7020
  io_buffers: 5
layout:
  top_regs: "counter.count_o x4"
  fin_area_um2: 306.5
  most-common-layout-cells: "dlygate4sd2_1 (4), buf_4 (4), nor2_1 (3), clkbuf_4 (3), dfxtp_2 (3)"
  regMostFlops: "counter.count_o"
  final_cells: 72
  drive_gt1_share_pct: 44.00
  nFillCells: 401
  largest_reg_flops: 4
  syn_to_final_growth_pct: 111.2
min_path:
  min-delay-start: "counter.count_o[0]$_SDFF_PP0_"
  min_path_cells: 2
  hp-class: "reg -> reg"
  holdPathEnd: "counter.count_o[0]$_SDFF_PP0_"
power:
  p_per_area_nw_per_um2: 1174
  total_power_mw: 0.3598
  p_leak_nw: 0.1327
  ir_drop_uv: 138.8
critical_path:
  crit_chain: "dlygate4sd2_1"
  required_ps: 960
  r2r_slack_ps: 240
  worstSetupStartpointType: "flip-flop"
  crit_buf_inv: 1
  cp_max_fo: 3
  r2r_end: "counter.count_o[3]$_SDFF_PP0_"
  cp.arrival_ps: 830
  reg2reg_depth: 3
  path_class: "reg -> out"
  critPathCaptureType: "primary output"
  r2r-start: "counter.count_o[2]$_SDFF_PP0_"
  critical-path-slowest-cell: "dfxtp_1"
  max_stage_delay_ps: 350
  worst-path-stages: 1
  path_delay_family: "flip-flops"
job:
  tool_warnings: 25
  cap_violations: 0
status:
  status: "finished, final reports clean"
## worst max-delay path by stage
stage / from / end / slack [ps]
4_1_cts: counter.count_o[1]$_SDFF_PP0_ / count_o[1] / 100
5_1_grt: counter.count_o[1]$_SDFF_PP0_ / count_o[1] / 80
6_report: counter.count_o[1]$_SDFF_PP0_ / count_o[1] / 130
## repair_timing
| item | in CTS | in global routing |
|---|---|---|
| endpoints found under the setup margin | 4 | 0 |
| buffers inserted | 3 | 0 |
| gates resized | 7 | 0 |
| hold buffers | 0 | 0 |
| hold endpoints to repair | 0 | 0 |
## synthesized netlist by cell type
library cell  number  share of area [%]
dfxtp_1            4                 55
ha_1               1                8.6
mux2_4             1                 10
nand3_1            1                3.4
nor2_1             3                7.8
nor2b_1            2                8.6
xnor2_1            1                6.0
## layer usage
metal / vias up / share of wire (%) / global-route usage, % / routed length [um]
met3: 0 / 35 / 3.523 / 172
li1: 69 / - / - / -
met4: 0 / 0 / 0.5282 / 0
met1: 61 / 32 / 1.198 / 154
met5: - / 0 / 0 / 0
met2: 8 / 33 / 1.926 / 159
## metrics by stage
step	worst slack (ps)	hold WS [ps]	utilization (%)
global placement	42.35	441.7	7.619
finish	133.9	496.5	8.974
global route	79.74	512.2	8.901
floorplan	379.9	306.7	-
CTS	101.6	500.3	8.901
detailed placement	26.20	454.8	7.619
## cells by family (layout without fill, tap and decap cells)
group,after synthesis,after routing
XOR/XNOR,1,1
adder cells (fa/ha/maj),1,1
buffers and inverters,0,12
flip-flops,4,4
multiplexers,1,1
other,0,1
AND/OR/NAND/NOR,6,6
## power breakdown
part	internal (mW)	switching [mW]	leakage, nW
registers	0.143	0.00513	0.0340
logic	0.0261	0.0143	0.0849
clock network	0.112	0.0589	0.0138
## worst reg2reg max path: cells and delay by family, from the launching register on
family                 cells  cell delay, ps
flip-flops                 1             310
multiplexers               1             300
AND/OR/NAND/NOR            1             110
buffers and inverters      1             130
## final cells by class
cell class / instances / area, um2 / share of cell area [%]
antenna: 1 / 2.502 / 0.8163
sequential: 4 / 83.83 / 27.35
multi-input combinational: 9 / 65.06 / 21.22
tap: 46 / 57.56 / 18.78
timing repair buffer: 9 / 75.07 / 24.49
clock buffer: 3 / 22.52 / 7.347
Power and IR drop assume default switching activity.
